[run.sh]
#!/bin/bash
# OpenROAD 26Q1-2900-gdf79404cd8, Yosys 0.63+post, stock flow scripts
make -C /OpenROAD-flow-scripts/flow DESIGN_CONFIG=/design/flow/config.mk WORK_HOME=/design/flow/orfs finish
[config.mk]
export PLATFORM = sky130hd
export DESIGN_NAME = udma_adc_rx_top
export DESIGN_NICKNAME = udma_adc_rx_top
export VERILOG_FILES = /design/flow/design.v
export SDC_FILE = /design/flow/constraint.sdc
export NUM_CORES = 4
export LEC_CHECK = 1
export CORE_AREA = 10 10 355 355
export DIE_AREA = 0 0 365 365
[constraint.sdc]
current_design udma_adc_rx_top

set clk_period 6.6
set clk_io_pct 0.2

create_clock -name clk0 -period $clk_period [get_ports {sys_clk_i}]

set non_clock_inputs [all_inputs -no_clocks]
set_input_delay [expr $clk_period * $clk_io_pct] -clock clk0 $non_clock_inputs
set_output_delay [expr $clk_period * $clk_io_pct] -clock clk0 [all_outputs]
[design.v]
module udma_adc_rx_reg_if #(
    parameter L2_AWIDTH_NOAL  = 12,
    parameter UDMA_TRANS_SIZE = 16,
    parameter TRANS_SIZE      = 16,
    parameter ADC_NUM_CHS     = 8
) (
	input  logic 	                  clk_i,
	input  logic   	                  rstn_i,
	input  logic               [31:0] cfg_data_i,
	input  logic                [7:0] cfg_addr_i,
	input  logic                      cfg_valid_i,
	input  logic                      cfg_rwn_i,
    output logic               [31:0] cfg_data_o,
	output logic                      cfg_ready_o,
    output logic [ADC_NUM_CHS-1:0] [L2_AWIDTH_NOAL-1:0] cfg_rx_startaddr_o,
    output logic [ADC_NUM_CHS-1:0][UDMA_TRANS_SIZE-1:0] cfg_rx_size_o,
    output logic [ADC_NUM_CHS-1:0]                [1:0] cfg_rx_datasize_o,
    output logic [ADC_NUM_CHS-1:0]                      cfg_rx_continuous_o,
    output logic [ADC_NUM_CHS-1:0]                      cfg_rx_en_o,
    output logic [ADC_NUM_CHS-1:0]                      cfg_rx_clr_o,
    input  logic [ADC_NUM_CHS-1:0]                      cfg_rx_en_i,
    input  logic [ADC_NUM_CHS-1:0]                      cfg_rx_pending_i,
    input  logic [ADC_NUM_CHS-1:0] [L2_AWIDTH_NOAL-1:0] cfg_rx_curr_addr_i,
    input  logic [ADC_NUM_CHS-1:0][UDMA_TRANS_SIZE-1:0] cfg_rx_bytes_left_i,
    output logic cfg_single_ch_mode_o
);
    logic [ADC_NUM_CHS-1:0][L2_AWIDTH_NOAL-1:0] r_rx_startaddr;
    logic [ADC_NUM_CHS-1:0]    [TRANS_SIZE-1:0] r_rx_size;
    logic [ADC_NUM_CHS-1:0]                     r_rx_continuous;
    logic [ADC_NUM_CHS-1:0]                     r_rx_en;
    logic [ADC_NUM_CHS-1:0]                     r_rx_clr;
    logic        r_single_ch_mode;
    logic  [2:0] s_reg_sel_w, s_reg_sel_r;
    logic  [4:0] s_ch_sel_w, s_ch_sel_r;
    assign s_reg_sel_w = (cfg_valid_i & ~cfg_rwn_i) ? cfg_addr_i[2:0] : 'h0;
    assign s_reg_sel_r = (cfg_valid_i &  cfg_rwn_i) ? cfg_addr_i[2:0] : 'h0;
    assign s_ch_sel_w  = (cfg_valid_i & ~cfg_rwn_i) ? cfg_addr_i[7:3] : 'h0;
    assign s_ch_sel_r  = (cfg_valid_i &  cfg_rwn_i) ? cfg_addr_i[7:3] : 'h0;
    assign cfg_rx_startaddr_o   = r_rx_startaddr;
    assign cfg_rx_datasize_o    = {ADC_NUM_CHS{2'b10}};
    assign cfg_rx_continuous_o  = r_rx_continuous;
    assign cfg_rx_en_o          = r_rx_en;
    assign cfg_rx_clr_o         = r_rx_clr;
    assign cfg_single_ch_mode_o = r_single_ch_mode;
    generate
        for (genvar I=0; I<ADC_NUM_CHS; I++) begin
            assign cfg_rx_size_o[I][TRANS_SIZE-1:0] = r_rx_size[I];
            if (UDMA_TRANS_SIZE > TRANS_SIZE)
                assign cfg_rx_size_o[I][UDMA_TRANS_SIZE-1:TRANS_SIZE] = '0;
        end
    endgenerate
    always_ff @(posedge clk_i, negedge rstn_i) begin
        if(~rstn_i) begin
            r_rx_startaddr  <=  'h0;
            r_rx_size       <=  'h0;
            r_rx_continuous <=  'h0;
            r_rx_en          =  'h0;
            r_rx_clr         =  'h0;
            r_single_ch_mode <= 1'b0;
        end 
        else begin
            r_rx_en          =  'h0;
            r_rx_clr         =  'h0;
            if (cfg_valid_i & ~cfg_rwn_i) begin
               case (s_reg_sel_w)
                    3'b000:
                        r_rx_startaddr[s_ch_sel_w]   <= cfg_data_i[L2_AWIDTH_NOAL-1:0];
                    3'b001:
                        r_rx_size[s_ch_sel_w]        <= cfg_data_i[TRANS_SIZE-1:0];
                    3'b010:
                    begin
                        r_rx_clr[s_ch_sel_w]          = cfg_data_i[5];
                        r_rx_en[s_ch_sel_w]           = cfg_data_i[4];
                        r_rx_continuous[s_ch_sel_w]  <= cfg_data_i[0];
                    end
                    3'b100:
                        r_single_ch_mode             <= cfg_data_i[0];
               endcase
            end
        end
    end  
    always_comb begin
        cfg_data_o = '0;
        case (s_reg_sel_r)
            3'b000:
                cfg_data_o = cfg_rx_curr_addr_i[s_ch_sel_r];
            3'b001:
                cfg_data_o[UDMA_TRANS_SIZE-1:0] = cfg_rx_bytes_left_i[s_ch_sel_r];
            3'b010:
                cfg_data_o = {26'h0,cfg_rx_pending_i[s_ch_sel_r],cfg_rx_en_i[s_ch_sel_r],1'b0,2'b10,r_rx_continuous[s_ch_sel_r]};
            3'b100:
                cfg_data_o = {31'h0,r_single_ch_mode};
            default:
                cfg_data_o = '0;
        endcase
    end
    assign cfg_ready_o  = 1'b1;
endmodule 
module udma_adc_rx_top #(
  parameter L2_AWIDTH_NOAL  = 12,
  parameter UDMA_TRANS_SIZE = 16,
  parameter TRANS_SIZE      = 16,
  parameter ADC_DATA_WIDTH  = 32,
  parameter ADC_NUM_CHS     = 8,
  parameter CH_ID_LSB       = 28,
  parameter CH_ID_WIDTH     = 4  )
(
  input  logic                      sys_clk_i,       
  input  logic                      periph_clk_i,    
  input  logic                      rst_ni,          
  input  logic               [31:0] cfg_data_i,
  input  logic                [7:0] cfg_addr_i,
  input  logic                      cfg_valid_i,
  input  logic                      cfg_rwn_i,
  output logic               [31:0] cfg_data_o,
  output logic                      cfg_ready_o,
  output logic [ADC_NUM_CHS-1:0] [L2_AWIDTH_NOAL-1:0] cfg_rx_startaddr_o,
  output logic [ADC_NUM_CHS-1:0][UDMA_TRANS_SIZE-1:0] cfg_rx_size_o,
  output logic [ADC_NUM_CHS-1:0]                      cfg_rx_continuous_o,
  output logic [ADC_NUM_CHS-1:0]                      cfg_rx_en_o,
  output logic [ADC_NUM_CHS-1:0]                      cfg_rx_clr_o,
  input  logic [ADC_NUM_CHS-1:0]                      cfg_rx_en_i,
  input  logic [ADC_NUM_CHS-1:0]                      cfg_rx_pending_i,
  input  logic [ADC_NUM_CHS-1:0] [L2_AWIDTH_NOAL-1:0] cfg_rx_curr_addr_i,
  input  logic [ADC_NUM_CHS-1:0][UDMA_TRANS_SIZE-1:0] cfg_rx_bytes_left_i,
  output logic [ADC_NUM_CHS-1:0]                [1:0] data_rx_datasize_o,
  output logic [ADC_NUM_CHS-1:0]               [31:0] data_rx_o,
  output logic [ADC_NUM_CHS-1:0]                      data_rx_valid_o,
  input  logic [ADC_NUM_CHS-1:0]                      data_rx_ready_i,
  input  logic                      adc_rx_valid_async_i,
  output logic                      adc_rx_valid_sync_o,
  input  logic [ADC_DATA_WIDTH-1:0] adc_rx_data_i,
  output logic [ADC_DATA_WIDTH-1:0] adc_rx_data_reg_o
);
  logic                 [2:0] adc_data_valid_sync;
  logic  [ADC_DATA_WIDTH-1:0] adc_data_sync;
  logic     [ADC_NUM_CHS-1:0] adc_udma_valid_SP, adc_udma_valid_SN;
  logic     adc_vld_edge, adc_vld_edge_del;
  logic     single_ch_mode;
  assign adc_rx_valid_sync_o = adc_vld_edge_del;
  assign adc_rx_data_reg_o   = adc_data_sync;
  assign data_rx_valid_o     = adc_udma_valid_SP;
  always_comb begin
    for (int i=0; i<ADC_NUM_CHS; i++) data_rx_o[i] = {{(32-ADC_DATA_WIDTH){1'b0}}, adc_data_sync};
  end
  always_ff @(posedge sys_clk_i, negedge rst_ni) begin
    if ( rst_ni == 1'b0 ) begin
      adc_data_valid_sync    <= '0;
      adc_vld_edge_del       <= '0;
      adc_udma_valid_SP      <= '0;
    end
    else begin
      adc_data_valid_sync[0] <= adc_rx_valid_async_i;
      adc_data_valid_sync[1] <= adc_data_valid_sync[0];
      adc_data_valid_sync[2] <= adc_data_valid_sync[1];
      adc_vld_edge_del       <= adc_vld_edge;
      adc_udma_valid_SP      <= adc_udma_valid_SN;
      if (adc_vld_edge) adc_data_sync <= adc_rx_data_i;
    end
  end
  assign adc_vld_edge = adc_data_valid_sync[1] & ~adc_data_valid_sync[2];
  generate
    if (ADC_NUM_CHS == 1) begin
      always_comb begin
        adc_udma_valid_SN = adc_udma_valid_SP;
        if (adc_vld_edge)
          adc_udma_valid_SN[0] = 1'b1;
        else if (data_rx_ready_i[0])
          adc_udma_valid_SN[0] = 1'b0;
      end
    end
    else begin
      always_comb begin
        adc_udma_valid_SN = adc_udma_valid_SP;
        if (single_ch_mode) begin
          if (adc_vld_edge)
            adc_udma_valid_SN[0] = 1'b1;
          else if (data_rx_ready_i[0])
            adc_udma_valid_SN[0] = 1'b0;
        end
        else begin
          for (int i=0; i<ADC_NUM_CHS; i++) begin
            if ( (adc_vld_edge) && (adc_rx_data_i[CH_ID_LSB+CH_ID_WIDTH-1:CH_ID_LSB] == i) )
              adc_udma_valid_SN[i] = 1'b1;
            else if (data_rx_ready_i[i])
              adc_udma_valid_SN[i] = 1'b0;
          end
        end
      end
    end
  endgenerate
  udma_adc_rx_reg_if #(
    .L2_AWIDTH_NOAL  ( L2_AWIDTH_NOAL  ),
    .UDMA_TRANS_SIZE ( UDMA_TRANS_SIZE ),
    .TRANS_SIZE      ( TRANS_SIZE      ),
    .ADC_NUM_CHS     ( ADC_NUM_CHS     )
  ) udma_adc_rx_reg_if_i
  (
    .clk_i               ( sys_clk_i            ),
    .rstn_i              ( rst_ni               ),
    .cfg_data_i          ( cfg_data_i           ),
    .cfg_addr_i          ( cfg_addr_i           ),
    .cfg_valid_i         ( cfg_valid_i          ),
    .cfg_rwn_i           ( cfg_rwn_i            ),
    .cfg_data_o          ( cfg_data_o           ),
    .cfg_ready_o         ( cfg_ready_o          ),
    .cfg_rx_startaddr_o  ( cfg_rx_startaddr_o   ),
    .cfg_rx_size_o       ( cfg_rx_size_o        ),
    .cfg_rx_datasize_o   ( data_rx_datasize_o   ),
    .cfg_rx_continuous_o ( cfg_rx_continuous_o  ),
    .cfg_rx_en_o         ( cfg_rx_en_o          ),
    .cfg_rx_clr_o        ( cfg_rx_clr_o         ),
    .cfg_rx_en_i         ( cfg_rx_en_i          ),
    .cfg_rx_pending_i    ( cfg_rx_pending_i     ),
    .cfg_rx_curr_addr_i  ( cfg_rx_curr_addr_i   ),
    .cfg_rx_bytes_left_i ( cfg_rx_bytes_left_i  ),
    .cfg_single_ch_mode_o( single_ch_mode       )
  );
endmodule
==> GITHUB_STEP_SUMMARY <==
### Flow metrics

| Metric | Value |
|---|---|
| Required time at the worst-slack endpoint | `roughly 5300 ps` |
| Yosys-reported design area after synthesis | `around 17000 µm²` |
| Syn_area_per_cell | `10.3 µm²` |
| Max Slew Vio Count | `0` |
| Final critical-path share of the clock period | `0.914` |
| Clock Sink Count | `around 290` |
| Portion of synthesized cell area occupied by the leading cell type | `0.392` |
| Global Route Usage Sum | `0.154` |
| Top FF cell, synth | `dfrtp_1` |
| Number of hold buffers added after cts | `0` |
| Cells in synth_stat.txt | `1616` |
| Library cell occupying the most area in the post-synthesis netlist | `dfrtp_1` |
| Slowest stage cell on the critical path | `o21ai_0` |
| Antenna-violating nets left | `0` |
| Number of flops mapped to enable cells by yosys | `32` |
| Slew at the pin closest to its max-slew limit | `roughly 970 ps` |
| Area enclosed by the die boundary | `~130000 µm²` |
| Y dimension of the die | `365 µm` |
| Number of buffers inserted during clock tree synthesis | `38` |
| Fin crit period | `between 6000 and 7000 ps` |
| Final setup violation count | `0` |
| Clk ins delay skew pair | `~580 ps` |
| Number of primary I/O pins | `about 920` |
| Slew margin rel. | `0.350` |
| Unrepaired setup endpoints after global routing | `false` |
| Number of global-route vias before repair | `roughly 16000` |
| # H-tree levels | `2` |
| Critical path buffers and inverters | `4` |
| Top-count cell post-synth | `buf_4` |
| Setup WS post-layout | `568 ps` |
| Total standard cell area after synthesis | `16700 µm²` |
| Setup Total Neg Slack | `0 ps` |
| Row Count | `approximately 130` |
| Buffer levels on the longest clock path | `3` |
| Yosys warns | `2` |
| Width of the chip | `roughly 370 µm` |
| Number of warnings in the stage logs | `~50` |
| Max incr delay on CP | `680 ps` |
| Clock transition at path regs | `~50 ps` |
| End-of-flow core utilization | `0.227` |
| Placer Congestion | `0.942` |
| CTS Root Buffer Type | `clkbuf_16` |
| Startpoint types | `input pin` |
| Series of cell instances along the critical path | `clkdlybuf4s50_1 > buf_4 > and2_1 > buf_4 > nand2_1 > nand2_1 > a311oi_1 > o21ai_0 > o221ai_1 > clkdlybuf4s50_1` |
| Via count | `~16000` |
| Quantity of gates resized following cts | `0` |
| Core box area | `~120000 µm²` |
| First-pass GRT wire length | `around 140000 µm` |
| Residual overflow from global routing | `0` |
| Critical Path End Type | `output pin` |
| DRC | `0` |
| Area growth syn-to-layout | `61.1%` |
| Initial DRT Pass Iterations | `5` |
| Maximum fanout count along the critical path | `13` |
| Antenna violations before repair | `19` |
| Layout cell share with drive strength beyond 1 | `0.0872` |
| Tightest hold margin | `348 ps` |
| Initial DRC count | `between 900 and 1000` |
| Critical path's top delay family | `buffers and inverters` |
| Routed Wire Length | `106000 µm` |
| Max frequency | `approximately 0.17 GHz` |
| Filler cell count | `12600` |
| Async set-reset flop share out of synthesis | `0.891` |
| Cell count after synthesis | `between 1500 and 2000` |
| Final Total Pwr | `slightly below 5000 µW` |
| Clock tree from TritonCTS | `built` |
| Path class of the lowest-slack min-delay path | `flop to flop` |
| Max capacitance violation total | `0` |
| Number of buffers added on ports | `around 870` |
| Worst VDD drop | `0.000208 V` |
| Pre-CTS setup slack | `approximately 570 ps` |
| Register share after synthesis | `0.450` |
| Average wire per standard cell | `between 20 and 30 µm` |
| Number of different library cells in the post-synthesis netlist | `between 70 and 80` |
| Static leakage | `roughly 0.011 µW` |
| Initial standard-cell utilization of the core | `0.141` |
| CP Data Arrival Time | `approximately 4700 ps` |
| Number of hold violations in the final report | `0` |
| Synthesized registers | `approximately 300` |
| Routed vias/inst | `4.04` |
| Largest net degree at the start of global routing | `69` |
| Post-CTS setup-driven buffer insertion count | `0` |
| Synth top cells by count | `buf_4, dfrtp_1, nand2_1, nand3_1, nor2_1` |
| Biggest area contributors in the synthesized netlist | `dfrtp_1, buf_4, edfxtp_1` |
| Pwr/cell area | `approximately 180 nW/µm²` |
| Setup clock skew after layout | `a little over 20 ps` |
| Result of the run | `completed` |
| Half-perimeter wire length after detailed placement | `just under 90000 µm` |
| Start-to-end type of the worst setup path | `input pin to output pin` |
[worst reg2reg max path: cells and delay by family, from the launching register on]
family,cells,cell delay (ps)
DFF,1,360
and+or+nand+nor,2,250
buffers and inverters,2,570
[area by class of cell]
cell class	instances	area (µm²)	area share
antenna	8	20.0	0.000746
clock buffer	51	1090	0.0407
clock inverter	15	148	0.00550
inverter	24	90.1	0.00336
multi-input combinational	953	6690	0.249
sequential	293	7490	0.279
tap	1536	1920	0.0716
timing repair buffer	958	9380	0.350
[report_power, final]
group / internal, µW / total, µW / switching [µW] / leakage, µW
clock: 1210 / 2070 / 858 / 0.000604
combinational: 465 / 910 / 445 / 0.00640
sequential: 1870 / 1920 / 50.2 / 0.00392
[per-layer routing]
metal / vias up / share of wire / GRT usage
met4: 4 / 0.035 / 0.0456
met5: - / 0.00023 / 0
met3: 104 / 0.12 / 0.0659
met1: 7686 / 0.36 / 0.175
met2: 846 / 0.49 / 0.260
li1: 6865 / - / -
[state kept, by name, indices dropped and copies added (netlist names)]
register / count
udma_adc_rx_reg_if_i.r_rx_size: 128
udma_adc_rx_reg_if_i.r_rx_startaddr: 96
adc_data_sync: 32
adc_udma_valid_SP: 8
udma_adc_rx_reg_if_i.r_rx_clr: 8
udma_adc_rx_reg_if_i.r_rx_continuous: 8
udma_adc_rx_reg_if_i.r_rx_en: 8
adc_data_valid_sync: 3
adc_vld_edge_del: 1
udma_adc_rx_reg_if_i.r_single_ch_mode: 1
[stage by stage]
stage                     cell area (µm²)  cells
after floorplan                     16800   1647
after global placement              25600   3764
after detailed placement            25600   3764
after CTS                           26800   3830
after global routing                26800   3833
final                               26800   3838
[placed cells by master (no fill, tap or decap), types with 9 or more instances in the layout]
master and n:
a211oi_1 17, mux2i_1 27, buf_4 89, ha_1 14, conb_1 33, o21ai_1 10
inv_1 21, clkdlybuf4s50_1 866, and3_1 10, mux4_2 22, edfxtp_1 32, o21ai_0 66
a22o_1 71, mux2_1 64, a31oi_1 13, nor3_1 20, a21oi_1 27, nor2b_1 16
a22oi_1 11, o2bb2ai_1 48, nand2_1 155, nor2_1 75, o22ai_1 12, dfrtp_1 261
a2111oi_0 17, o211a_1 16, nand3_1 75, a311oi_1 9, clkbuf_16 40
[final timing paths]
kind	start	to	slack [ps]	cells after the start
max	cfg_rwn_i	cfg_data_o[4]	570	10
min	adc_data_valid_sync[0]$_DFF_PN0_	adc_data_valid_sync[1]$_DFF_PN0_	350	0
max reg2reg	adc_data_valid_sync[2]$_DFF_PN0_	adc_data_sync[20]$_DFFE_PP_	5010	4
min reg2reg	adc_data_valid_sync[0]$_DFF_PN0_	adc_data_valid_sync[1]$_DFF_PN0_	350	0
max in group asynchronous	rst_ni	udma_adc_rx_reg_if_i.r_rx_startaddr[65]$_DFFE_PN0P_	4140	3
min in group asynchronous	rst_ni	udma_adc_rx_reg_if_i.r_rx_size[77]$_DFFE_PN0P_	710	1
[kinds of logic (layout without fill, tap and decap cells)]
kind of cell	after synthesis	after routing	synth area share
AOI/OAI and AO/OA	369	369	0.167
xor gates and xnor gates	9	9	0.00646
adders and majority gates	15	15	0.0117
buffers and inverters	401	1048	0.157
DFF	293	293	0.450
muxes	117	117	0.0920
other	2	41	0.000451
and+or+nand+nor	410	410	0.116
Power is estimated from default activity; no workload was simulated.
